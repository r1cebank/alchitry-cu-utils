==> config.mk <==
export PLATFORM = sky130hd
export DESIGN_NAME = button_debounce
export DESIGN_NICKNAME = button_debounce
export VERILOG_FILES = /design/flow/design.v
export SDC_FILE = /design/flow/constraint.sdc
export NUM_CORES = 4
export LEC_CHECK = 1
export CORE_UTILIZATION = 40
==> run.sh <==
#!/bin/bash
# OpenROAD 26Q1-2900-gdf79404cd8, Yosys 0.63+post, stock flow scripts
make -C /OpenROAD-flow-scripts/flow DESIGN_CONFIG=/design/flow/config.mk WORK_HOME=/design/flow/orfs finish
==> constraint.sdc <==
current_design button_debounce

set clk_period 4.6
set clk_io_pct 0.2

create_clock -name clk0 -period $clk_period [get_ports {clk}]

set non_clock_inputs [all_inputs -no_clocks]
set_input_delay [expr $clk_period * $clk_io_pct] -clock clk0 $non_clock_inputs
set_output_delay [expr $clk_period * $clk_io_pct] -clock clk0 [all_outputs]
==> design.v <==
module button_debounce (
    input clk,
    input rst,
    input btn,
    output reg out
);
    localparam WAIT_CHANGE = 1'b0;
    localparam STATE_CHANGE = 1'b1;
    localparam [8:0] MAX_COUNT = 10;
    reg [24:0] count;
    reg [1:0] state;
    reg [1:0] btn_buffer;
    always @ (posedge clk, posedge rst) begin
        if (rst == 1'b1) begin
            count <= 1'b0;
            btn_buffer <= 1'b0;
            state <= WAIT_CHANGE;
            out <= 1'b0;
        end else begin
            case (state)
                WAIT_CHANGE: begin
                    count <= 1'b0;
                    state <= STATE_CHANGE;
                    btn_buffer <= btn;
                end
                STATE_CHANGE: begin
                    if (btn != btn_buffer) begin
                        state <= WAIT_CHANGE;
                    end else begin
                        if (count == MAX_COUNT) begin
                            out <= btn_buffer;
                        end else begin
                            count <= count + 1;
                        end
                    end
                end
                default: begin
                    count <= 1'b0;
                    btn_buffer <= 1'b0;
                    state <= WAIT_CHANGE;
                end
            endcase
        end
    end
endmodule
==> run notes <==
run results: Late-Pin Clk Latency=about 0.28 ns, post-CTS sizing=0, Leak=0.000695 uW, syn_area_per_cell=9.22 um2, Mapped Cells=approximately 180, row count=22, unrepaired setup endpoints after global routing=no, global routing usage on met2=about a quarter, IO Pins=4, clk buf depth=2, Crit Path Max Fanout=12, outcome=complete, no violations, Post-Route WL=around 3.4 mm, maxcap violations=0, CTS Sinks=29, DR vias/cell=5.83, yosys simple share=slightly above 30%, Final Max Slew Viols=0, die width=roughly 66 um, Hold Crit Class=reg2reg, yosys stat chip area=1610 um2, Worst Tran Pin Value=approximately 0.96 ns, hpwl dp=2.29 mm, antenna viol nets, final=0, layout cells sized above 1=a little over 7%, Yosys warnings=1, CP max-delay cell=xnor2_1, # setup viols final=0, Arr. time, crit path=about 3.2 ns, CP Class=in2reg, Place WS=1.35 ns, wire length per cell=14.7 um, total core area=around 3800 um2, GR peak layer=met1, mapped cell area=between 1500 and 2000 um2, hold_buf cts=0, Mux area share=less than 1%, top cell type by total area after synthesis=dfrtp_1, Layout area overhead=11.4%, DR iter-0 viols=between 80 and 90, PortBufs=3, hold_ws=between 0.5 and 0.6 ns, clock slew at reported path FFs=approximately 0.06 ns, Top FF cell, synth=dfrtp_1, GR Util met3=4.75%, Yosys reg bits=29, Detailed Routing Iterations Pass 1=4, relative slew slack=between 30% and 40%, first-pass GRT wire length=5.69 mm, top cell family by delay on the critical path=simple AND/OR/NAND/NOR gates, crit end category=register, crit-path cells=clkdlybuf4s50_1, xnor2_1, nand2_1, or4_1, a21oi_1, Worst Path Buf+Inv=1, Critical Path RT=about 4.8 ns, Max-area cell share=between 40% and 50%, top-count cell post-synth=dfrtp_1, Final period util=between 60% and 70%, GRT overflow=0, Placed Instance Area=~1700 um2, Ant. Diodes=0, starting density of the core=between 40% and 50%, largest net degree at the start of global routing=30, pwr/cell area=just under 400 nW/um2, # DRC=0, clk root buf=clkbuf_8, Adder Share, Synth=1.55%, final critical-path required period=between 3 and 4 ns, comb area leader=simple AND/OR/NAND/NOR gates, Num CTS Buffers=5, TNS Setup=0 ns, post-CTS setup buffer count=0, biggest area cells=dfrtp_1, or4_1, xnor2_1, Final Util=between 40 and 50%, CTS tree=yes, Max Fclk=roughly 330 MHz, skew final=between 0.005 and 0.006 ns, count of cell types in the netlist=34, Synth async-reset ratio=around 100%, crit-path max cell delay=between 0.7 and 0.8 ns, fin area=around 1800 um2, flip-flops with a built-in enable=0, antenna violations before repair=0, aoi share=between 10% and 20%, Die Y=approximately 66 um, Final Hold Viols=0, RD Place Congestion=~0.84, top post-synthesis cells by count=dfrtp_1, nand2_1, nand3_1, nor2_1, tool warnings=26, CP startpoint kind=input pin, min setup slack post-route=about 1.6 ns, peak supply drop=approximately 0.00029 V, Via Count=1330, vias in the first global route=1189, Total Routing Usage GR=between 10% and 20%, xor/xnor share=6.51%, Seq/Total Area, Yosys=45.0%, H-tree level count=2, M1 GR Usage=approximately 30%, Yosys Instances=175, die area=between 4000 and 5000 um2
stage by stage:
stage	cells	total power [uW]
2_1_floorplan	175	409
3_3_place_gp	220	443
3_5_place_dp	220	445
4_1_cts	228	717
5_1_grt	228	749
6_report	228	712
per-layer routing:
metal	share of wire, %	vias up
met2	42	26
met3	4.8	4
met4	0.98	0
li1	-	664
met5	0	-
met1	52	636
placed cells by master (no fill, tap or decap), drive strengths merged:
cell / n
xnor2: 7
clkdlybuf4s50: 3
o2111a: 1
or2b: 1
dfstp: 1
or2: 1
bufinv: 1
nor3: 7
ha: 2
nor2b: 1
o21ai: 5
nand4: 9
a21boi: 1
mux2i: 1
clkbuf: 7
inv: 7
or3b: 1
nor2: 12
and4: 3
o31ai: 8
o31a: 1
o21a: 3
xor2: 5
and3: 1
and4bb: 1
nor4: 9
a21oi: 10
or4: 10
a211o: 1
o2111ai: 1
dfrtp: 28
nand2: 13
nand3: 12
or3: 5
buf: 1
path summary, 6_finish.rpt:
check / from / end / slack (ns) / cells after the start
setup / recovery: btn / count[20] / 1.57 / 5
hold / removal: out / out / 0.53 / 2
setup reg to reg: btn_buffer[0] / count[20] / 2.28 / 4
hold reg to reg: out / out / 0.53 / 2
max in group asynchronous: rst / state[0] / 3.26 / 3
min in group asynchronous: rst / count[7] / 1.01 / 3
worst register-to-register path, stage by stage, from the launching register on:
cell and delay [ns]:
dfrtp_1 0.44, xnor2_1 0.79, nand2_1 0.28, or4_1 0.58, a21oi_1 0.15
report_power, final:
group / switching (uW) / total [uW] / internal [uW]
Sequential: 32.9 / 312 / 279
Clock: 94.0 / 270 / 176
Combinational: 89.6 / 130 / 40.8
sequential cells by signal, indices dropped and copies added (netlist names):
register and count:
out 1, btn_buffer 1, state 2, count 25
area by class of cell:
class,instances,area [um2]
Inverter,7,26.3
Tap cell,48,60.1
Sequential cell,29,727
Clock inverter,1,30.0
Fill cell,337,1970
Timing Repair Buffer,4,37.5
Clock buffer,7,86.3
Multi-Input combinational cell,132,831
cell families after synthesis:
kind of cell / count (synthesis)
and+or+nand+nor: 86
AOI/OAI and AO/OA: 31
adders and majority gates: 2
buffers and inverters: 14
muxes: 1
DFF: 29
xor gates and xnor gates: 12
Power figures rest on the tool's default switching activity, not on a simulated workload.
