$ cat /design/flow/design.v
module clock_divider #(
    parameter COUNT_WIDTH = 27,
    parameter [COUNT_WIDTH:0] MAX_COUNT = 100000000 - 1
) (
    input clk,
    input rst,
    output reg out
);
    reg div_clk;
    reg [COUNT_WIDTH:0] count;
    always @(posedge clk or posedge rst) begin
        if (rst == 1'b1) begin
            count <= 0;
            out <= 0;
        end else if (count == MAX_COUNT) begin
            count <= 0;
            out <= ~out;
        end else begin
            count <= count + 1;
        end
    end
endmodule
$ cat /design/flow/run.sh
#!/bin/bash
# OpenROAD 26Q1-2900-gdf79404cd8, Yosys 0.63+post, stock flow scripts
make -C /OpenROAD-flow-scripts/flow DESIGN_CONFIG=/design/flow/config.mk WORK_HOME=/design/flow/orfs finish
$ cat /design/flow/config.mk
export PLATFORM = sky130hd
export DESIGN_NAME = clock_divider
export DESIGN_NICKNAME = clock_divider
export VERILOG_FILES = /design/flow/design.v
export SDC_FILE = /design/flow/constraint.sdc
export NUM_CORES = 4
export LEC_CHECK = 1
export CORE_AREA = 10 10 109 109
export DIE_AREA = 0 0 119 119
$ cat /design/flow/constraint.sdc
current_design clock_divider

set clk_period 4.4
set clk_io_pct 0.2

create_clock -name clk0 -period $clk_period [get_ports {clk}]

set non_clock_inputs [all_inputs -no_clocks]
set_input_delay [expr $clk_period * $clk_io_pct] -clock clk0 $non_clock_inputs
set_output_delay [expr $clk_period * $clk_io_pct] -clock clk0 [all_outputs]
==> results.py <==
# Flow results
metrics = {
    "global_route": {
        "grt_max_degree": 30,
        "grt_util_all_layers_pct": 3.63,
        "grt_pass1_wl_mm": 4.60,
        "grt_overflow": 0,
        "grt_pass1_vias": 1019,
        "antenna_found_initial": 0,
    },
    "detailed_routing": {
        "drc": 0,
        "wl_per_cell_um": 8.88,
        "avgViaCountPerCell": 3.72,
        "drtPass1Iterations": 4,
        "finalWirelength_mm": 2.48,
        "ant_nets": 0,
        "n_antenna_cell": 0,
        "drt_iter0_markers": 64,
        "vias": 1039,
    },
    "final_layout": {
        "drive_gt1_share_pct": 8.90,
        "fin_area_um2": 1700,
        "seq_area_um2": 726,
        "comb_area_um2": 673,
        "nFillCells": 1068,
        "syn_to_final_growth_pct": 16.8,
    },
    "yosys": {
        "syn_inst": 142,
        "ys_ff": 29,
        "ys_cells": 142,
        "syn_avg_cell_area_um2": 10.2,
        "ys_area_um2": 1450,
        "synthDistinctLibCells": 32,
        "ys_seq_share_pct": 49.9,
        "netlist_area_um2": 1450,
        "synth-warning-count": 1,
    },
    "final_timing": {
        "drv_slew": 0,
        "slew-limit-headroom_pct": 55.7,
        "rsz0062_at_grt": "no",
        "clock.fmax_ghz": 0.497,
        "tightestPinTransition_ns": 0.663,
        "min_period_ns": 2.01,
        "hold_viol": 0,
        "setup_violations": 0,
        "fin_crit_sh_pct": 45.7,
        "fin_setup_tns_ns": 0,
        "finClkSkew_ns": 0.00941,
    },
    "cts": {
        "cts_tree": "built",
        "ctsRootBufferMaster": "clkbuf_8",
        "cts_sinks": 29,
        "cts_max_level": 2,
        "clk_path_buf_depth": 2,
        "clk_latency_ns": 0.28,
        "cts_setup_buffers": 0,
        "cts_resized": 0,
        "numCtsBuffers": 5,
        "ctsHoldBuffers": 0,
        "clk_pin_slew_ns": 0.06,
    },
    "placed_design": {
        "hpwl_mm": 1.64,
        "place_congestion": 0.756,
        "port_buffers": 2,
        "place_area_um2": 1610,
    },
    "power": {
        "leakagePower_nw": 0.730,
        "power.density_nw_per_um2": 292,
        "ir_drop_uv": 186,
    },
    "worst_setup_path": {
        "cp-start-kind": "register",
        "worstPathArrival_ns": 2.14,
        "cpLargestDelayFamily": "simple AND/OR/NAND/NOR gates",
        "path_cells": "ha_1 > and3_2 > nand3_1 > nor3_4 > o221ai_1",
        "cp.required_ns": 4.52,
        "cp-end-kind": "register",
        "crit_buf_inv": 0,
        "path_class": "register to register",
        "critical-path-slowest-cell": "nor3_4",
        "crit_fanout": 17,
        "slowest_delay_ns": 0.60,
    },
    "run": {
        "drv_cap": 0,
        "tool_warnings": 25,
    },
    "die": {
        "fp_util_pct": 15.1,
        "rows": 36,
        "die_w_um": 119,
        "core_um2": 9640,
        "dieHeight_um": 119,
        "die-area_um2": 14200,
        "ioPinCount": 3,
    },
    "outcome": {
        "status": "completed",
    },
    "hold_path": {
        "hp-class": "register to register",
    },
}
==> worst reg2reg max path, cell delays in order, from the launching register on <==
cell	delay, ns
dfrtp_1	0.40
ha_1	0.23
and3_2	0.24
nand3_1	0.16
nor3_4	0.60
o221ai_1	0.23
==> synth_stat cells (all sizes together) <==
cell type	count	area, µm²
nor4	1	6.26
o31ai	5	37.5
o21ai	6	30.0
and2	2	12.5
ha	1	12.5
nor3	6	41.3
nor2	6	22.5
nand4	6	52.6
xor2	9	78.8
or3	5	31.3
inv	4	15.0
nand3	12	60.1
o21bai	1	7.51
nand2	9	33.8
buf	5	36.3
clkbuf	1	3.75
dfrtp	29	726
o221ai	1	8.76
and3	6	43.8
a21oi	10	50.1
or4	5	37.5
and4	4	37.5
nor2b	1	6.26
xnor2	6	52.6
nor4bb	1	10.0
==> cells by family (layout without fill, tap and decap cells) <==
| group | count (synthesis) | count (layout) | share of synthesized area (%) |
|---|---|---|---|
| AOI/OAI and AO/OA | 23 | 23 | 9.21 |
| buffers and inverters | 10 | 14 | 3.79 |
| DFF | 29 | 29 | 49.9 |
| and+or+nand+nor | 64 | 64 | 27.2 |
| xor gates and xnor gates | 15 | 15 | 9.04 |
| adders and majority gates | 1 | 1 | 0.860 |
==> layout make-up <==
cell class,count,area share [%]
multi-input cells,103,39.6
repair buffers,3,1.62
inverters,4,0.884
flip-flops and latches,29,42.7
clock buffers,6,4.86
clock inverters,1,0.442
well taps,133,9.80
==> path summary, 6_finish.rpt <==
check | slack (ns) | start | depth (start not counted) | to
setup reg to reg | 2.39 | count[0] | 5 | count[5]
max in group asynchronous | 3.15 | rst | 3 | count[27]
hold reg to reg | 0.48 | out | 1 | out
min in group asynchronous | 0.97 | rst | 3 | count[15]
setup / recovery | 2.39 | count[0] | 5 | count[5]
hold / removal | 0.48 | out | 1 | out
==> routing by layer <==
| metal | up-vias | global-route usage [%] | routed length (µm) |
|---|---|---|---|
| li1 | 526 | - | - |
| met1 | 494 | 4.98 | 1230 |
| met2 | 17 | 5.74 | 1120 |
| met3 | 2 | 0.815 | 87 |
| met4 | 0 | 0.840 | 36 |
| met5 | - | 0 | 0 |
==> flip-flops by register name, indices dropped and copies added (netlist names) <==
signal and count:
count 28, out 1
==> placed cells by master (no fill, tap or decap), types with 6 or more instances in the layout <==
cell / n
dfrtp_1: 29
xnor2_1: 6
xor2_1: 9
nand3_1: 12
nand2_1: 9
a21oi_1: 10
o21ai_0: 6
nor2_1: 6
clkbuf_8: 6
==> power by group <==
part | switching (mW) | leakage [nW] | total, mW | internal (mW)
clock network | 0.0994 | 0.0433 | 0.223 | 0.123
registers | 0 | 0.396 | 0.267 | 0.267
logic | 0.00508 | 0.291 | 0.00651 | 0.00142
==> stage by stage <==
step           cells  utilization, %  setup slack (ns)  hold WS, ns  total power, mW
2_1_floorplan    142               -              2.79        0.420            0.276
3_3_place_gp     272            16.7              2.45        0.459            0.279
3_5_place_dp     272            16.7              2.42        0.457            0.279
4_1_cts          279            17.6              2.38        0.479            0.502
5_1_grt          279            17.6              2.22        0.484            0.512
6_report         279            17.6              2.39        0.478            0.496
Power and IR drop assume default switching activity.
